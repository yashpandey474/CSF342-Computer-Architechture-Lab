[flow/run.sh]
#!/bin/bash
# OpenROAD 26Q1-2900-gdf79404cd8, Yosys 0.63+post, stock flow scripts
make -C /OpenROAD-flow-scripts/flow DESIGN_CONFIG=/design/flow/config.mk WORK_HOME=/design/flow/orfs finish
[flow/config.mk]
export PLATFORM = sky130hd
export DESIGN_NAME = full_adder_32bit
export DESIGN_NICKNAME = full_adder_32bit
export VERILOG_FILES = /design/flow/design.v
export SDC_FILE = /design/flow/constraint.sdc
export NUM_CORES = 4
export LEC_CHECK = 1
export CORE_AREA = 10 10 83 83
export DIE_AREA = 0 0 93 93
[flow/constraint.sdc]
current_design full_adder_32bit

set clk_period 41.7
set clk_io_pct 0.2

create_clock -name clk0 -period $clk_period

set non_clock_inputs [all_inputs -no_clocks]
set_input_delay [expr $clk_period * $clk_io_pct] -clock clk0 $non_clock_inputs
set_output_delay [expr $clk_period * $clk_io_pct] -clock clk0 [all_outputs]
[flow/design.v]
module full_adder(cout, sum, in1, in2, cin);
    input in1, in2;
    input cin;
    output sum, cout;
    assign {cout, sum} = in1 + in2 + cin;
endmodule
module full_adder_32bit(cout, sum, in1, in2, cin);
    input [31: 0] in1, in2;
    output [31: 0] sum;
    input cin;
    output cout;
    wire [31: 0] carry;
    assign carry[0] = cin;
    genvar j;
    generate for (j = 0; j < 32; j = j + 1) begin: full_adder_loop
        if ( j == 31)
        begin
            full_adder fa1(cout, sum[j], in1[j], in2[j], carry[j]);
        end
        else
        begin
            full_adder fa1(carry[j + 1], sum[j], in1[j], in2[j], carry[j]);
        end
    end
    endgenerate
endmodule
==> GITHUB_STEP_SUMMARY <==
### Flow metrics

| Metric | Value |
|---|---|
| Fp_density | `17.9%` |
| Gpl congestion | `roughly 0.74` |
| Critical Path RT | `around 33 ns` |
| # port buffers | `around 98` |
| Area of the core | `slightly above 5000 µm²` |
| I/O Pins | `between 90 and 100` |
| Crit path max fanout | `1` |
| Leakage | `0.000670 µW` |
| Total wire length | `2.71 mm` |
| Cycle use final | `slightly above 70%` |
| HPWL Detailed | `between 2 and 3 mm` |
| Count of different cell masters after synthesis | `3` |
| Maximum clock rate | `between 30 and 40 MHz` |
| Final setup fails | `0` |
| Mapped Avg Cell Area | `about 12 µm²` |
| First-pass GRT wire length | `roughly 4.2 mm` |
| Outcome | `finished, final reports clean` |
| Post-CTS Resized | `0` |
| RSZ-0062 raised after global routing | `no` |
| Top area cell types | `fa_1, buf_4, inv_1` |
| Slew Viols, Final | `0` |
| Crit path top cell by count | `fa_1` |
| Average vias per placed instance | `~3.4` |
| Worst slew pin tran | `around 0.11 ns` |
| Period minus WS final | `30.07 ns` |
| Register area | `0 µm²` |
| Worst setup SP type | `input pin` |
| Total die size | `8650 µm²` |
| DRC | `0` |
| WL/cell | `between 10 and 15 µm` |
| Grt ovf | `0` |
| Initial antenna violation count | `0` |
| Synth warn | `0` |
| Highest cell delay on the worst timing path | `approximately 0.45 ns` |
| DR pass1 iterations | `1` |
| # diodes | `0` |
| Slowest CP cell | `clkdlybuf4s50_1` |
| Die height | `between 90 and 100 µm` |
| Post-CTS Setup Bufs | `0` |
| Final hold violation count | `0` |
| Maximum VDD drop | `0.00000501 V` |
| DRT antenna net count | `0` |
| Post-synthesis instance total | `74` |
| Setup TNS | `0 ns` |
| Yosys cell count | `~74` |
| Crit Path Class | `input pin to primary output` |
| Pwr dens | `14.4 nW/µm²` |
| OpenROAD warnings | `32` |
| WP data arrival | `21.73 ns` |
| # rows | `26` |
| Pwr Total | `about 25 µW` |
| Max-area cell share | `a little over two thirds` |
| Vias in the first global route | `between 800 and 900` |
| Layout cells sized above 1 | `0%` |
| Post-Syn Area | `about 900 µm²` |
| CLK BUF | `0` |
| Fillers | `approximately 530` |
| 1st-iter DRT viols | `0` |
| Slew HR | `about 93%` |
| Area grow syn2layout | `90.2%` |
| Seq_cells | `0` |
| Seq share, synth | `0%` |
| Vias | `a little over 700` |
| Yosys chip area | `roughly 900 µm²` |
| Die X | `about 93 µm` |
| Hold buffer count at cts | `0` |
| Hold Path Class | `input pin to primary output` |
| Total GRT Usage | `approximately 6.0%` |
| Crit path capture type | `primary output` |
| Dominant cell type by area after synthesis | `fa_1` |
| Max cap viols | `0` |
| Largest net degree at the start of global routing | `2` |
## metrics by stage
| step | instances | hold WS (ns) | util, % | instance area [µm²] | setup WS [ns] |
|---|---|---|---|---|---|
| 5_1_grt | 210 | 17.77 | 34.0 | 1750 | 11.20 |
| 2_1_floorplan | 74 | 16.90 | - | 918 | 12.81 |
| 4_1_cts | 210 | 17.74 | 34.0 | 1750 | 11.57 |
| 3_3_place_gp | 210 | 17.73 | 34.0 | 1750 | 11.65 |
| 6_report | 210 | 17.73 | 34.0 | 1750 | 11.63 |
| 3_5_place_dp | 210 | 17.74 | 34.0 | 1750 | 11.59 |
## kinds of logic after synthesis
kind of cell,share of synthesized area [%]
fa+ha+maj,69.8
buf+inv,30.2
## synthesized netlist by cell type
cell and instances:
buf_4 32, fa_1 32, inv_1 10
## final timing paths
check / startpoint / end / cells after the start
setup / recovery: in1[0] / sum[31] / 38
hold / removal: in2[31] / sum[31] / 5
## report_power, final
part	total, µW	switching [µW]	internal, µW	leakage (µW)
sequential	0	0	0	0
combinational	25.1	6.26	18.8	0.000670
clock	0	0	0	0
total	25.1	6.26	18.8	0.000670
## cells in the final DEF, fill, tap and decap left out
cell / n
clkdlybuf4s50_1: 98
fa_1: 32
inv_1: 10
## worst max-delay path: cells and delay by family
family                   cells  cell delay [ns]
adder cells (fa/ha/maj)     32            12.28
buffers and inverters        6             1.11
## layer usage
layer	GRT usage [%]	share of wire [%]	vias to the layer above
met5	0	0	-
met2	8.24	36	79
li1	-	-	312
met1	6.75	38	322
met3	6.38	26	0
met4	0	0	0
## area by class of cell
class	instances	area [µm²]	area share [%]
multi-input combinational	32	641	36.7
tap	70	87.6	5.01
inverter	10	37.5	2.15
timing repair buffer	98	981	56.2
Power and IR drop assume default switching activity.

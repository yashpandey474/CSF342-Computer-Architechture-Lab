### flow/config.mk
export PLATFORM = sky130hd
export DESIGN_NAME = data_memory
export DESIGN_NICKNAME = data_memory
export VERILOG_FILES = /design/flow/design.v
export SDC_FILE = /design/flow/constraint.sdc
export NUM_CORES = 4
export LEC_CHECK = 1
export CORE_UTILIZATION = 30
### flow/constraint.sdc
current_design data_memory

set clk_period 38.2
set clk_io_pct 0.2

create_clock -name clk0 -period $clk_period [get_ports {clock}]

set non_clock_inputs [all_inputs -no_clocks]
set_input_delay [expr $clk_period * $clk_io_pct] -clock clk0 $non_clock_inputs
set_output_delay [expr $clk_period * $clk_io_pct] -clock clk0 [all_outputs]
### flow/design.v
module data_memory(clock, address, readdata, writedata, memread, memwrite);
    input memread, memwrite, clock;
    input [31: 0] address, writedata;
    output [31: 0] readdata;
    reg readdata;
    reg [31: 0] memory [31: 0];
    integer addr;
    initial begin
        memory[0] = 32'd100;
        memory[1] = 32'd1000;
        memory[2] = 32'd500;
    end
    always @(posedge clock) begin
        addr = address[31: 0];
        if (memread)begin
            readdata = memory[addr/4];
        end
        if (memwrite) begin
            memory[addr/4] = writedata;
        end
    end
endmodule
### flow/run.sh
#!/bin/bash
# OpenROAD 26Q1-2900-gdf79404cd8, Yosys 0.63+post, stock flow scripts
make -C /OpenROAD-flow-scripts/flow DESIGN_CONFIG=/design/flow/config.mk WORK_HOME=/design/flow/orfs finish
==> notes.md <==
Implementation results.

The number of remaining DRC errors is 16. The pin slew with the least headroom to its limit is 1.09 ns. For this run, the detailed router's first-pass iteration total came to 48. The synthesis report lists the Yosys warning total as 1. Post-route period utilization is reported as 0.341. The fill cell instance count of the final layout is 12300. Setup repair after global routing left no endpoint under its margin. The number of instances in the synthesized netlist is 2707.

For the final routed database, the setup TNS stands at 0 ns. The worst setup path is of the in2reg kind. The post-layout utilization of the core is 0.352. The die outline area is 0.136 mm².

The number of port buffers is 74. The worst setup path is captured at a register. The relative max-transition margin is 0.266. The final reports fail on DRC. The min-delay analysis places its worst path in the category reg2reg. The count of max-cap constraint violations is 0. The synthesis-stage register bit count is 1056. The longest clock path from root to sink contains 3 buffers.

Looking at the worst setup and hold paths, the clock pins of their registers show a slew of 0.06 ns. The number of setup buffers added after CTS is 0. The clock latency at the later pin of the worst-skew pair is 0.67 ns. The worst setup path is launched from an input pin. The time the worst path needs with I/O delays and setup is 13.04 ns. The clock tree from TritonCTS is built. Yosys mapped the design onto 31 distinct sky130hd cell types. In this run the remaining antenna-violating nets after routing total 0. The post-detailed-route via-to-cell ratio is 4.98. Along the worst path, the maximum fanout reaches 55. The overall global routing resource usage is 0.165. The library cell occupying the most area in the post-synthesis netlist is edfxtp_1. The placer's final routability congestion estimate is 0.806. For the worst setup path, the data required time is 38.74 ns. The number of warnings in the stage logs is 52. The maximum operating frequency is 76.7 MHz. According to the floorplan report, the placeable core area is 0.134 mm². The cell-mix breakdown from Yosys lists the adder-cell area share as 0.000619.

The ratio of cells with drive above 1 in the final layout is 0.104. The synthesis-to-finish area growth is 16.2%. The cell-mix breakdown from Yosys lists the simple-gate area share as 0.110. The compound-gate portion of the synthesized area is 0.0473.

From bottom edge to top edge, the die measures 369 µm. The total wire length after detailed routing is 106000 µm. The maximum number of pins on one net before global-route repair is 108. The most frequent standard cell in the layout excluding fill and tap cells is edfxtp_1.

The total vias in the final route is 23200. The total leakage power is 15.1 nW. The wire length of the first global-routing pass is 154000 µm. The script computed a power per unit cell area of 53.1 mW/mm². Leaving out fill and tap cells, the most frequent cells in the layout are 1056 x edfxtp_1, 746 x nand2_1, 259 x nand3_1, 125 x mux2i_1. The number of cells reported by Yosys stat comes to 2707.

The multiplexer share of the synthesized area is 0.0368. In this run, CTS created clock tree buffers numbering 98. The floorplan has 134 rows. The flow ran to the end, but the final reports show violations.

The clock sink total is 1056. The detailed-route wire length per cell is 22.7 µm. Looking at the VDD voltage map, the peak drop is 0.0000355 V.

The total global routing overflow is 0. The library cell used as clock root buffer is clkbuf_16. The chip area line of the yosys report is 0.0404 mm². The report lists the number of cells resized after CTS as 0. The maximum clock skew at final layout is 0.0199 ns.

The data arrival at the endpoint of the critical path is 13.58 ns. Per Yosys stat, the portion of area used by sequential elements is 0.784. The share of synthesized area in the top cell type comes to 0.784. Hold-check failures listed in the final report amount to 0. The number of endpoints failing setup at the final stage is 0. After synthesis the cells add up to 0.0404 mm².

Measured along the x axis, the die boundary spans 369 µm. After synthesis, the cell types taking the most area are edfxtp_1 78%, nand2_1 6.9%, nand3_1 3.2%. For this configuration, the core starts out at a cell density of 0.303. The number of buffers inserted by hold repair at cts is 0. The antenna diode count is 0. The via count of the first global-routing pass is 23900. Yosys shows that the main logic family after synthesis is simple AND/OR/NAND/NOR gates.

The cell-mix breakdown from Yosys lists the XOR/XNOR area share as 0.00173. A synthesized cell averages 14.9 µm². The initial antenna violation count is 2. The placed wire-length estimate after detailed placement is 54500 µm. The boundary pin count is 99. The violation count after the first detailed-route iteration is 1485. The final number of max-transition violations is 0.

Looking at the clock tree report, the H-tree level count equals 3.
## worst paths after layout
check	start	endpoint	slack, ns	cells past startpoint
worst max-delay path	address[1]	readdata[18]	25.16	14
worst min-delay path	memory[2][31]	readdata[31]	0.84	4
worst max register to register	memory[15][18]	readdata[18]	36.14	5
worst min register to register	memory[2][31]	readdata[31]	0.84	4
## report_power, final
part           total [W]  internal [W]  switching [W]
Sequential       0.00131       0.00131     0.00000684
Combinational   0.000207     0.0000629       0.000144
Clock           0.000976      0.000558       0.000418
## stage by stage
step | worst slack, ns | cell area, µm² | hold slack, ns | cells | total power (W)
detailed placement | 24.62 | 43800 | 0.839 | 4486 | 0.00155
finish | 25.16 | 47000 | 0.836 | 4665 | 0.00250
floorplan | 26.81 | 40400 | 0.753 | 2707 | 0.00145
global route | 24.86 | 47000 | 0.876 | 4665 | 0.00258
CTS | 25.28 | 47000 | 0.838 | 4665 | 0.00251
global placement | 24.65 | 43800 | 0.816 | 4486 | 0.00154
## state kept, by name, summed over array words and instances (netlist names)
name and count:
memory 1024, readdata 32
## Yosys cell counts, drive strengths merged
cell	number
o21ai	1
xnor2	3
xor2	2
nand4b	1
o21a	1
a32oi	124
inv	1
a21boi	1
nor2	33
clkbuf	97
mux4	10
mux2i	125
mux2	1
edfxtp	1056
buf	77
and3	1
nor2b	2
nand3	259
ha	2
nor4	31
and2	1
a31oi	128
nand2b	1
nor3	2
nand2	746
a21oi	1
## logic make-up after synthesis
logic type | count (synthesis)
XOR/XNOR | 5
adder cells (fa/ha/maj) | 2
buffers and inverters | 175
multiplexers | 136
flip-flops | 1056
AND/OR/NAND/NOR | 1077
AND-OR/OR-AND | 256
## critical path, stage by stage
cell and delay (ns):
clkdlybuf4s50_1 0.45, o21a_1 0.13, ha_1 0.23, ha_1 0.54, xor2_4 0.40, buf_4 0.51, buf_4 0.60, buf_4 0.58
buf_4 0.66, mux2i_1 0.17, a32oi_1 0.22, a31oi_1 0.12, nor4_1 0.94, buf_4 0.25
## routing by layer
layer  vias up  GRT usage  routed length [µm]
li1      10500          -                   -
met1     11100      0.193               36500
met2      1473      0.232               46500
met3       164      0.144               20200
met4         4     0.0326                2430
met5         -    0.00783                 104
## layout make-up
cell class	count	area (µm²)	area share
repair buffers	185	1590	0.0339
multi-input cells	1476	8300	0.176
clock buffers	120	2560	0.0544
well taps	1768	2210	0.0471
inverters	1	3.75	0.0000799
flip-flops and latches	1056	31700	0.675
clock inverters	59	632	0.0134
Power is estimated from default activity; no workload was simulated.

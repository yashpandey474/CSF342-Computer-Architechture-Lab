## /design/flow/design.v

```verilog
module FA_dataflow(Cout, Sum, In1, In2, Cin);
input Cin, In1, In2;
output Cout, Sum;
assign {Cout, Sum} = In1 + In2 + Cin;
endmodule
module FA_dataflow_32bit(Cout, Sum, In1, In2, Cin);
input [31: 0] In1, In2;
output [31: 0] Sum;
input Cin;
wire [31: 0] carry;
output Cout;
assign carry[0] = Cin;
genvar j;
generate for (j = 0; j<32; j = j + 1) begin: FA_loop
    if (j == 31)
    begin
        FA_dataflow FAj(Cout, Sum[j], In1[j], In2[j], carry[j]);
    end
    else
    begin
        FA_dataflow FAj(carry[j + 1], Sum[j], In1[j], In2[j], carry[j]);
    end
end
endgenerate
endmodule
```

## /design/flow/constraint.sdc

```tcl
current_design FA_dataflow_32bit

set clk_period 25.0
set clk_io_pct 0.2

create_clock -name clk0 -period $clk_period

set non_clock_inputs [all_inputs -no_clocks]
set_input_delay [expr $clk_period * $clk_io_pct] -clock clk0 $non_clock_inputs
set_output_delay [expr $clk_period * $clk_io_pct] -clock clk0 [all_outputs]
```

## /design/flow/config.mk

```make
export PLATFORM = sky130hd
export DESIGN_NAME = FA_dataflow_32bit
export DESIGN_NICKNAME = FA_dataflow_32bit
export VERILOG_FILES = /design/flow/design.v
export SDC_FILE = /design/flow/constraint.sdc
export NUM_CORES = 4
export LEC_CHECK = 1
export CORE_AREA = 10 10 92 92
export DIE_AREA = 0 0 102 102
```

## /design/flow/run.sh

```bash
#!/bin/bash
# OpenROAD 26Q1-2900-gdf79404cd8, Yosys 0.63+post, stock flow scripts
make -C /OpenROAD-flow-scripts/flow DESIGN_CONFIG=/design/flow/config.mk WORK_HOME=/design/flow/orfs finish
```

==> results.toml <==
# generated from flow reports
[final_layout]
flop_area_um2 = 0
drive_above_1_share = 0
final_cell_area_um2 = 1755
flops = 0
synthesis_to_finish_area_growth_pct = 91.14
finalNonFillerCells = 217
layout.clock_buffers = 0

[setup_path]
critPathMaxFanout = 1
path_class = "in2out"
path_delay_family = "adder cells"
worst-endpoint-required_ns = 20.00
timing.critical_path.mode_cell = "fa_1"
critical_path_cell_count = 38
cp_data_arrival_time_ns = 18.49
critPathLaunch = "Cin"
crit_path_start_kind = "input pin"
cp_slowest_stage_delay_ns = 0.47
worst_setup_path_end_kind = "primary output"
crit_path_top_delay_cell = "clkdlybuf4s50_1"
critPathBufInv = 6

[die]
floorplan.io_pins = 98
chip_area_um2 = 10400
core.rowCount = 29
dieWidth_um = 102
floorplan.core_area_um2 = 6459
y_dimension_of_the_die_um = 102
floorplan.initialDensity = 0.1422

[final_timing]
relSlewSlack = 0.9279
fin_crit_ns = 23.49
finalHoldViolations = 0
report.final.slew_viol_count = 0
setup_repair_after_global_routing_missed_its_margin = "no"
setup_viol_count_final = 0
timing.setup.tns_ns = 0
peak_clock_frequency_supported_by_timing_mhz = 42.58
worstMarginPinSlew_ns = 0.1077
min_period_over_period = 0.9395

[route]
post_drt_via_cell_ratio = 3.276
diode_count = 0
drt_wl_total_um = 2894
route.antenna.remaining_nets = 0
detailedRoute.firstIterationViolations = 0
post_drt_wl_per_cell_um = 13.34
drcViolationCount = 0
drtPass1Iterations = 1
detailroute.via_count = 711

[power]
ir_worst_vdd_v = 0.00001018
p_clk_frac = 0
comb_power_share = 1.000
power.sequential.fraction = 0
net-switching-power_uw = 10.70
static-leakage-power_uw = 0.0006703
sw_frac_of_total = 0.2525
intPower_uw = 31.67
power_density_nw_per_um2 = 24.14

[yosys]
synthCells = 74
synth-area-yosys_um2 = 918.4
synth-warning-count = 0
synth_cell_types = 3
syn_area_um2 = 918.4
synth_stat.cells = 74
syn_avg_cell_area_um2 = 12.41
seq_area_frac_synth = 0

[global_route]
grt_pass1_vias = 900
largest_net_degree_at_the_start_of_global_routing = 2
wire_length_of_the_first_global_routing_pass_um = 4485
grt_overflow = 0
antenna_found_initial = 0
groute.usage.overall = 0.05466

[worst_hold_path]
timing.hold.worst.class = "in2out"
min_from = "In2[0]"
hold-path-cell-count = 5

[flow_run]
log.warning_count = 32
max_cap_viol_count = 0

[placed_design]
post_dp_cell_area_um2 = 1755
numPortBuffers = 98
globalplace.congestion = 0.7286
post-place-cells = 217
hpwl_dp_um = 2916

[clocking]
postCtsHoldBufs = 0
post-cts-setup-buffer-count = 0
post_cts.resized_instances = 0

[run_status]
run_status = "finished clean"
[power by group through the flow]
stage / Clock [µW] / Combinational (µW) / Sequential [µW]
after CTS: 0 / 44.1 / 0
after global routing: 0 / 48.6 / 0
final: 0 / 42.4 / 0
[routing by layer]
metal  wire length, µm  GRT usage  part of all wire
met4                 0          0                 0
met5                 0          0                 0
met1              1012    0.06185              0.35
met3               923    0.06339              0.32
met2               959    0.07062              0.33
[cell usage after synthesis]
cell type	count	area share
buf_4	32	0.26
fa_1	32	0.70
inv_1	10	0.041
[final cells by class]
| cell class | instances | area, µm² |
|---|---|---|
| Fill cell | 673 | 4703 |
| Inverter | 10 | 37.54 |
| Multi-Input combinational cell | 32 | 640.6 |
| Tap cell | 77 | 96.34 |
| Timing Repair Buffer | 98 | 980.9 |
[final timing paths]
check	slack, ns	to
worst min-delay path	11.03	Sum[0]
worst max-delay path	1.51	Sum[31]
[cells by family after synthesis]
kind of cell  count (synthesis)  synth area share
buf+inv                      42            0.3025
fa+ha+maj                    32            0.6975
[placed cells by master (no fill, tap or decap)]
master and count:
clkdlybuf4s50_1 98, fa_1 32, inv_1 10
[tightest hold or removal path, delay by kind of cell]
family	cells	cell delay, ns
buffers and inverters	4	0.87
adders and majority gates	1	0.15
[per-stage QoR]
step,worst slack [ns],utilization,hold slack [ns],total power (µW)
finish,1.512,0.2718,11.03,42.37
global route,0.9483,0.2718,11.11,48.58
CTS,1.378,0.2718,11.04,44.10
detailed placement,1.405,0.2718,11.04,43.67
global placement,1.403,0.2718,11.05,43.83
floorplan,2.790,-,10.22,20.85
No activity file was given, so power comes from the tool's default toggle rates.
